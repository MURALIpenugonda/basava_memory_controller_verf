==> design.v <==
module en_code(input       [7:0] data, 
               output reg [11:0] encoded_data
              );
   always@(data) begin
      encoded_data[0]=data[0]^data[1]^data[3]^data[4]^data[6];
      encoded_data[1]=data[0]^data[2]^data[3]^data[5]^data[6];
      encoded_data[3]=data[1]^data[2]^data[3]^data[7];
      encoded_data[7]=data[4]^data[5]^data[6]^data[7];
      encoded_data[2]=data[0];
      encoded_data[6:4]=data[3:1];
      encoded_data[11:8]=data[7:4];
   end
endmodule
==> run.sh <==
#!/bin/bash
# OpenROAD 26Q1-2900-gdf79404cd8, Yosys 0.63+post, stock flow scripts
make -C /OpenROAD-flow-scripts/flow DESIGN_CONFIG=/design/flow/config.mk WORK_HOME=/design/flow/orfs finish
==> config.mk <==
export PLATFORM = sky130hd
export DESIGN_NAME = en_code
export DESIGN_NICKNAME = en_code
export VERILOG_FILES = /design/flow/design.v
export SDC_FILE = /design/flow/constraint.sdc
export NUM_CORES = 4
export LEC_CHECK = 1
export CORE_AREA = 10 10 70 70
export DIE_AREA = 0 0 80 80
==> constraint.sdc <==
current_design en_code

set clk_period 1.4
set clk_io_pct 0.2

create_clock -name clk0 -period $clk_period

set non_clock_inputs [all_inputs -no_clocks]
set_input_delay [expr $clk_period * $clk_io_pct] -clock clk0 $non_clock_inputs
set_output_delay [expr $clk_period * $clk_io_pct] -clock clk0 [all_outputs]
==> flow_metrics.tcl <==
# implementation run metrics
set metrics [dict create \
    antenna_found_initial 0 \
    yosys-stat-area_sq_um 171 \
    grt_busiest_layer "met1" \
    max_stage_delay_ns 0.27 \
    ys_seq_share_pct 0 \
    fin_util_pct 11.7 \
    diodes 0 \
    top_area_cell "buf_4" \
    synthDominantCellAreaShare_pct 35.0 \
    cap_violations 0 \
    areaGrowthSynthToFinish_pct 133 \
    hold_violations 0 \
    max-slew-margin-rel_pct 83.4 \
    crit_chain "clkdlybuf4s15_1 > xor2_1 > xnor2_2 > buf_2" \
    drv_slew 0 \
    fp.dieArea_sq_um 6400 \
    crit_arrival_ns 1.07 \
    met2_usage_pct 1.77 \
    drtAntennaViolNets 0 \
    core-area_sq_um 3420 \
    drt_first_pass_iters 3 \
    use_met3_pct 1.36 \
    fin_crit_ns 1.35 \
    rows 21 \
    wl_microns 687 \
    log.warning_count 34 \
    syn_avg_cell_area_sq_um 9.02 \
    ys_cells 19 \
    syn_area_sq_um 171 \
    ios 20 \
    grtUsageMet1_pct 3.85 \
    holdPathStages 4 \
    ir_worst_vdd_mv 0.128 \
    tightest_slew_ns 0.248 \
    max_freq_mhz 741 \
    required_ns 1.12 \
    grt_pass1_wl_microns 1050 \
    synth.distinct_cells 4 \
    fp.dieW_microns 80 \
    setup_viol_count_final 0 \
    crit_slowest_cell "clkdlybuf4s15_1" \
    vias_per_cell 2.06 \
    port_buffers 20 \
    p_leak_nw 0.164 \
    postSynthCellCount 19 \
    hp-class "in2out" \
    fp_util_pct 5.02 \
    cp_num_cells 4 \
    power-per-cell-area_nw_per_um2 363 \
    drc_errors 0 \
    nClkBuffers 0 \
    yosysMostFrequentCell "buf_4" \
    wl_per_cell_microns 8.59 \
    grt_overflow_total 0 \
    status "finished, final reports clean" \
    worstPathMaxFanout 3 \
    critPathCaptureType "output port" \
    path_buffers 2 \
    ys_warn_count 1 \
    drive_above_1_share_pct 50.0 \
    hold_ws_ns 0.986 \
    finalCritPeriodShare_pct 96.3 \
    grt_max_degree 4 \
    critPathKind "in2out" \
    common_cells "8 x buf_4, 6 x xnor2_1, 4 x xor2_1" \
    nFillCells 406 \
    startpoint_type "input port" \
    grt.total_usage_pct 2.13 \
    gp_routability_congestion 0.739 \
    dp_slack_ns -0.759 \
    vias 165 \
    finalWorstSetupSlack_ns 0.0514 \
    area_leaders "buf_4 35%, xnor2_1 31%, xor2_1 20%, xnor3_2 14%" \
    critPathTopFamily "XOR/XNOR gates" \
    dieHeight_microns 80 \
    regArea_sq_um 0 \
    first_iter_violations 1 \
    ff_count 0 \
    setup_tns_ns 0 \
    grt_pass1_vias 197 \
    rsz0062_at_grt "yes" \
]
## what timing repair did
item                                    4_1_cts  5_1_grt
endpoints found under the setup margin       12        5
resized                                      36        5
pin swaps                                     6        3
buffers inserted                              1        0
hold buffers                                  0        0
hold endpoints to repair                      0        0
## where the power goes
| part | switching (mW) | internal (mW) | total (mW) | leakage [nW] |
|---|---|---|---|---|
| Clock | 0 | 0 | 0 | 0 |
| Sequential | 0 | 0 | 0 | 0 |
| Combinational | 0.0478 | 0.0970 | 0.145 | 0.164 |
## worst paths after layout
path,start,end,slack [ns]
setup / recovery,data[5],encoded_data[1],0.05
hold / removal,data[4],encoded_data[0],0.99
## cells by family after synthesis
family | Yosys count | share of synthesized area (%)
buffers and inverters | 8 | 35.0
xor gates and xnor gates | 11 | 65.0
## placed cells by master (no fill, tap or decap), drive strengths merged
cell           Yosys  routed
clkdlybuf4s15      0       3
clkbuf             0       3
clkdlybuf4s50      0       8
xnor3              1       1
xnor2              6       6
buf                8       8
xor2               4       4
dlygate4sd2        0       1
## routing by layer
layer / part of all wire (%) / vias up / wire, microns
li1: - / 80 / -
met1: 60 / 65 / 415
met5: 0 / - / 0
met3: 22 / 0 / 152
met2: 17 / 20 / 119
met4: 0 / 0 / 0
## area by class of cell
| class | instances | area, sq um | share of cell area, % |
|---|---|---|---|
| tap | 46 | 57.6 | 14.4 |
| timing repair buffer | 23 | 189 | 47.3 |
| multi-input combinational | 11 | 153 | 38.2 |
## per-stage QoR
step	std cells	total power [mW]	cell area [sq um]
4_1_cts	81	0.161	423
2_1_floorplan	19	0.0556	171
3_3_place_gp	80	0.161	392
5_1_grt	80	0.164	399
3_5_place_dp	80	0.161	392
6_report	80	0.145	399
No activity file was given, so power comes from the tool's default toggle rates.
